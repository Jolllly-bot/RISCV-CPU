`flow/run.sh`:
```
#!/bin/bash
# OpenROAD 26Q1-2900-gdf79404cd8, Yosys 0.63+post, stock flow scripts
make -C /OpenROAD-flow-scripts/flow DESIGN_CONFIG=/design/flow/config.mk WORK_HOME=/design/flow/orfs finish
```
`flow/config.mk`:
```
export PLATFORM = sky130hd
export DESIGN_NAME = custom_cpu
export DESIGN_NICKNAME = custom_cpu
export VERILOG_FILES = /design/flow/design.v
export SDC_FILE = /design/flow/constraint.sdc
export NUM_CORES = 4
export LEC_CHECK = 1
export CORE_UTILIZATION = 30
```
`flow/constraint.sdc`:
```
current_design custom_cpu

set clk_period 33.9
set clk_io_pct 0.2

create_clock -name clk0 -period $clk_period [get_ports {clk}]

set non_clock_inputs [all_inputs -no_clocks]
set_input_delay [expr $clk_period * $clk_io_pct] -clock clk0 $non_clock_inputs
set_output_delay [expr $clk_period * $clk_io_pct] -clock clk0 [all_outputs]
```
`flow/design.v`:
```
`timescale 10 ns / 1 ns
module alu(
	input [32 - 1:0] A,
	input [32 - 1:0] B,
	input [2:0] ALUop,
	output Overflow,
	output CarryOut,
	output Zero,
	output [32 - 1:0] Result
);
	parameter MSB = 32 - 1;
	wire op_and;
	wire op_or;
	wire op_add;
	wire op_sub;
	wire op_slt;
	wire op_sltu;
	wire op_xor;
	wire op_nor;
	assign op_and  = ALUop == 3'b111;
	assign op_or   = ALUop  == 3'b110;
	assign op_add  = ALUop == 3'b000;
	assign op_sub  = ALUop == 3'b001;
	assign op_slt  = ALUop == 3'b010;
	assign op_sltu = ALUop == 3'b011;
	assign op_xor  = ALUop == 3'b100;
	assign op_nor  = ALUop == 3'b101;
	wire [32-1:0] and_result;
	wire [32-1:0] or_result;
	wire [32-1:0] add_sub_result;
	wire [32-1:0] slt_result;
	wire [32-1:0] sltu_result;
	wire [32-1:0] xor_result;
	wire [32-1:0] nor_result;
	wire [32-1:0] B_adder;
	wire Cout;
	wire Cin;
	assign and_result = A & B;
	assign or_result  = A | B;
	assign xor_result = A ^ B;
	assign nor_result = ~(A | B);
	assign B_adder = (op_sub | op_slt | op_sltu)? ~B:B;
	assign Cin 	   = (op_sub | op_slt | op_sltu)? 1'b1:1'b0;
	assign {Cout,add_sub_result} = A + B_adder + Cin;
	assign CarryOut = (op_add & Cout) | ((op_sub|op_slt|op_sltu) & ~Cout);
	assign Overflow = (A[MSB] ^~ B_adder[MSB]) & (add_sub_result[MSB] ^ A[MSB]);
	assign slt_result = add_sub_result[MSB] ^ Overflow;
	assign sltu_result = {31'b0, ~Cout};
	assign Result = ({32{op_and}} 			& and_result)
				  | ({32{op_or}} 			& or_result)
				  | ({32{op_add|op_sub}} 	& add_sub_result)
				  | ({32{op_slt}} 			& slt_result)
				  | ({32{op_sltu}} 		& sltu_result)
				  | ({32{op_xor}} 			& xor_result)
				  | ({32{op_nor}} 			& nor_result);
	assign Zero = Result==32'b0;
endmodule
`timescale 10ns / 1ns
module custom_cpu(
	input  rst,
	input  clk,
	output reg [31:0] PC,
	output reg Inst_Req_Valid,
	input Inst_Req_Ready,
	input  [31:0] Instruction,
	input Inst_Valid,
	output reg Inst_Ready,
	output [31:0] Address,
	output MemWrite,
	output [31:0] Write_data,
	output [3:0] Write_strb,
	output MemRead,
	input Mem_Req_Ready,
	input  [31:0] Read_data,
	input Read_data_Valid,
	output reg Read_data_Ready, 
    output [31:0]	cpu_perf_cnt_0,
    output [31:0]	cpu_perf_cnt_1,
    output [31:0]	cpu_perf_cnt_2,
    output [31:0]	cpu_perf_cnt_3,
    output [31:0]	cpu_perf_cnt_4,
    output [31:0]	cpu_perf_cnt_5,
    output [31:0]	cpu_perf_cnt_6,
    output [31:0]	cpu_perf_cnt_7,
    output [31:0]	cpu_perf_cnt_8,
    output [31:0]	cpu_perf_cnt_9,
    output [31:0]	cpu_perf_cnt_10,
    output [31:0]	cpu_perf_cnt_11,
    output [31:0]	cpu_perf_cnt_12,
    output [31:0]	cpu_perf_cnt_13,
    output [31:0]	cpu_perf_cnt_14,
    output [31:0]	cpu_perf_cnt_15
);
	localparam RST = 9'b000000001;
	localparam IF  = 9'b000000010;
	localparam IW  = 9'b000000100;
	localparam ID  = 9'b000001000;
	localparam EX  = 9'b000010000;
	localparam WB  = 9'b000100000;
	localparam ST  = 9'b001000000;
	localparam LD  = 9'b010000000;
	localparam RDW = 9'b100000000;
	localparam HIGH = 1'b1;
	localparam LOW  = 1'b0;
	reg   [8:0]     current_state;
	reg   [8:0]     next_state;
	reg   [31:0]    ALUReg;
	reg   [31:0]    ResultReg;
	reg   [31:0]    MemReg;
	reg   [31:0]    InstReg;
	reg   [31:0]    rdata1Reg;
	reg   [31:0]    rdata2Reg;
	wire  [31:0]    ALU_A;
	wire  [31:0]    ALU_B;
	wire  [2:0]     ALUop;
	wire  [31:0]    ALU_result;
	wire		    ALU_overflow;
	wire            ALU_carryout;
	wire            ALU_zero;
	wire			RF_wen;
	wire  [4:0]		RF_waddr;
	wire  [31:0]	RF_wdata;
	wire  [4:0]     raddr1;
	wire  [4:0]     raddr2;
	wire  [31:0]    rdata1;
	wire  [31:0]    rdata2;
	wire  [31:0]    Shift_A;
	wire  [31:0]    Shift_B;
	wire  [1:0]     Shiftop;
	wire  [31:0]    Shift_result;
	wire  [6:0]     opcode;
	wire  [2:0]     funct;
	wire  [4:0]     rd;
	wire  [4:0]     rs1;
	wire  [4:0]     rs2;
	wire  [6:0]     func7;
	wire Utype;
	wire jalr ;
	wire jal  ;
	wire Btype;
	wire Iload;
	wire Stype;
	wire Ioprt;
	wire Rtype;
	wire lui;
	wire auipc;
	wire shift;
	wire Mem2Reg;
	wire ALUsrc;
	wire Branch;
	wire  [31:0]    Ioprt_ext;
	wire  [31:0]    Btype_ext;
	wire  [31:0]    Stype_ext;
	wire  [31:0]    Utype_ext;
	wire  [31:0]    Jtype_ext;
	wire  [31:0]    imm_data;
	wire  [31:0]    Data_result;
	wire  [31:0]    PC_next;
	wire  [31:0]    PC_plus4;
	wire  [31:0]    PC_tar;
	wire  [31:0]    jalr_addr;
	wire 			sb;
	wire 			sh;
	wire 			sw;
	wire  [3:0]     addrtype; 
	wire  			lbu;      
	wire  			lhu;
	wire  [31:0]    lb_data;
	wire  [31:0]    lh_data;
	wire  [31:0]    lw_data;
	wire  [31:0]    lbu_data;
	wire  [31:0]    lhu_data;
	wire  [31:0]    Load_data;
	reg   [31:0]    cycle_cnt;
	reg   [31:0]    inst_cnt;
	always @(posedge clk) begin
		if (rst) 
			cycle_cnt <= 32'd0;
		else
			cycle_cnt <= cycle_cnt + 32'd1;
	end
	assign cpu_perf_cnt_0 = cycle_cnt;
	always @(posedge clk) begin
		if (rst) 
			inst_cnt <= 32'd0;
		else if(current_state == IW && Inst_Valid)
			inst_cnt <= inst_cnt + 32'd1;
	end
	assign cpu_perf_cnt_1 = inst_cnt;
	always @(posedge clk) begin
        if (rst) begin
            current_state <= RST;
        end 
		else begin
            current_state <= next_state;
        end
    end
	always @(*) begin
		case(current_state) 
			RST : begin
				if(rst) next_state = RST;
				else next_state = IF;
			end
			IF : begin
				if(Inst_Req_Ready) next_state = IW;
				else next_state = IF;
			end
			IW : begin
				if(Inst_Valid) next_state = ID;
				else next_state = IW;
			end
			ID : begin
				next_state = EX;
			end
			EX : begin
				if(Iload) next_state = LD;
				else if(Stype) next_state = ST;
				else if(Btype) next_state = IF;
				else next_state = WB;
			end
			LD : begin
				if (Mem_Req_Ready) next_state = RDW;
				else next_state = LD;
			end
			RDW : begin
				if(Read_data_Valid) next_state = WB;
				else next_state = RDW;
			end
			ST : begin
				if(Mem_Req_Ready) next_state = IF;
				else next_state = ST;
			end
			WB : begin
				next_state = IF;
			end
			default : begin
				next_state = IF;
			end
		endcase
	end
	always @(posedge clk) begin
		if(next_state == RST)
			Inst_Req_Valid <= LOW;
		else if(next_state == IF)
			Inst_Req_Valid <= HIGH;
		else
			Inst_Req_Valid <= LOW;
	end
	always @(posedge clk) begin
		if(next_state == RST)
			Inst_Ready <= HIGH;
		else if(next_state == IW)
			Inst_Ready <= HIGH;
		else
			Inst_Ready <= LOW;
	end
	always @(posedge clk) begin
		if(next_state == RST)
			Read_data_Ready <= HIGH;
		else if(next_state == RDW)
			Read_data_Ready <= HIGH;
		else
			Read_data_Ready <= LOW;
	end
	always @(posedge clk) begin
		if(current_state == IW && Inst_Valid) 
			InstReg <= Instruction;
	end
	always @(posedge clk) begin
		if(current_state == ID) begin
			rdata1Reg <= rdata1;
			rdata2Reg <= rdata2;
		end
	end
	always @(posedge clk) begin
		if(current_state == EX) begin
			ALUReg <= ALU_result;
			ResultReg <= Data_result;
		end
	end
	always @(posedge clk) begin
		if(current_state == RDW && Read_data_Valid)
			MemReg <= Load_data;
	end
	assign opcode  = InstReg[6:0];
	assign rd      = InstReg[11:7];
	assign funct   = InstReg[14:12];
	assign rs1     = InstReg[19:15];
	assign rs2     = InstReg[24:20];
	assign func7   = InstReg[31:25];
	assign Utype   = (~opcode[6] &  opcode[4]) & (~opcode[3] &  opcode[2]);
	assign jalr    = ( opcode[6] &  opcode[5]) & (~opcode[4] & ~opcode[3]) &  opcode[2];
	assign jal     = ( opcode[6] &  opcode[5]) & (~opcode[4] &  opcode[3]) &  opcode[2];
	assign Btype   = ( opcode[6] &  opcode[5]) & (~opcode[4] & ~opcode[3]) & ~opcode[2];
	assign Iload   = (~opcode[6] & ~opcode[5]) & (~opcode[4] & ~opcode[3]) & ~opcode[2];
	assign Stype   = (~opcode[6] &  opcode[5]) & (~opcode[4] & ~opcode[3]) & ~opcode[2];
	assign Ioprt   = (~opcode[6] & ~opcode[5]) & ( opcode[4] & ~opcode[3]) & ~opcode[2];
	assign Rtype   = (~opcode[6] &  opcode[5]) & ( opcode[4] & ~opcode[3]) & ~opcode[2];
	assign lui = Utype & opcode[5];
	assign auipc = Utype & ~opcode[5];
	assign shift = (Rtype | Ioprt) & (funct[0] & ~funct[1]);
	assign MemRead = current_state == LD;
	assign MemWrite = current_state == ST;
	assign ALUsrc = Iload | Stype | Ioprt;
	assign Mem2Reg = Iload;
	assign Ioprt_ext = {{20{InstReg[31]}} , InstReg[31:20]};
	assign Btype_ext = {{20{InstReg[31]}} , InstReg[7] , InstReg[30:25] , InstReg[11:8] , 1'b0};
	assign Stype_ext = {{20{InstReg[31]}} , InstReg[31:25] , InstReg[11:7]};
	assign Utype_ext = {    InstReg[31:12], 12'd0};
	assign Jtype_ext = {{12{InstReg[31]}} , {InstReg[19:12], InstReg[20], InstReg[30:21], 1'b0}};
	assign imm_data = ({32{Ioprt | Iload | jalr}} & Ioprt_ext)
					| ({32{Btype}} & Btype_ext)
					| ({32{Stype}} & Stype_ext)
					| ({32{Utype}} & Utype_ext)
					| ({32{jal}} & Jtype_ext);
	assign Branch = Btype & ((~funct[2] & (funct[0] ^ ALU_zero)) | (funct[2] & (funct[0] ^~ ALU_zero)));
	assign PC_plus4 = PC + 32'd4; 
	assign PC_tar = PC + imm_data;
	assign jalr_addr = {ALU_result[31:1] , 1'b0};
	assign PC_next = ({32{Branch | jal}} & PC_tar)
					|({32{jalr}} & jalr_addr)
					|({32{~Branch & ~jal & ~jalr}} & PC_plus4);
	always @(posedge clk) begin
		if(rst) 
			PC <= 32'd0; 
		else if(current_state == EX)
			PC <= PC_next;
	end
	assign sb  =  ~funct[2] & ~funct[1] & ~funct[0];
	assign sh  =  ~funct[2] & ~funct[1] &  funct[0];
	assign sw  =  ~funct[2] &  funct[1] & ~funct[0];
	assign addrtype[0] = ~ALUReg[1] & ~ALUReg[0]; 
	assign addrtype[1] = ~ALUReg[1] &  ALUReg[0]; 
	assign addrtype[2] =  ALUReg[1] & ~ALUReg[0]; 
	assign addrtype[3] =  ALUReg[1] &  ALUReg[0]; 
	assign Write_strb[3] = sw | sb & addrtype[3] | sh & addrtype[2] ;
	assign Write_strb[2] = sw | sb & addrtype[2] | sh & addrtype[2] ;
	assign Write_strb[1] = sw | sb & addrtype[1] | sh & addrtype[0] ;
	assign Write_strb[0] = addrtype[0] ;
	assign Write_data = ({32{sb}}  & {4{rdata2Reg[7:0]}})
					  | ({32{sh}}  & {2{rdata2Reg[15:0]}})
					  | ({32{sw}}  & rdata2Reg);
	assign lbu =  funct[2] & ~funct[1] & ~funct[0];
	assign lhu =  funct[2] & ~funct[1] &  funct[0];
	assign lb_data = ({32{addrtype[3]}} & {{24{Read_data[31]}}, Read_data[31:24]})
				   | ({32{addrtype[2]}} & {{24{Read_data[23]}}, Read_data[23:16]})
				   | ({32{addrtype[1]}} & {{24{Read_data[15]}}, Read_data[15:8]})
				   | ({32{addrtype[0]}} & {{24{Read_data[7]}} , Read_data[7:0]});
	assign lh_data = ({32{(addrtype[3] | addrtype[2])}} & {{16{Read_data[31]}}, Read_data[31:16]})
				   | ({32{(addrtype[1] | addrtype[0])}} & {{16{Read_data[15]}}, Read_data[15:0]});
	assign lw_data  =  Read_data[31:0];
	assign lbu_data = {24'b0, lb_data[7:0]};
	assign lhu_data = {16'b0, lh_data[15:0]};
	assign Load_data = ({32{sb}} & lb_data)
					 | ({32{sh}} & lh_data)
					 | ({32{sw}} & lw_data)
					 | ({32{lbu}} & lbu_data)
					 | ({32{lhu}} & lhu_data);
	assign raddr1 = rs1;
	assign raddr2 = rs2;
	assign RF_wen = current_state[5];
	assign RF_waddr = rd;
	assign Data_result = ({32{jal | jalr}}  & PC_plus4)
						|({32{auipc}}   & PC_tar)
						|({32{lui}}   & Utype_ext)
						|({32{shift}} & Shift_result)
						|({32{(Rtype | Ioprt) & ~shift}} & ALU_result);
	assign RF_wdata = Mem2Reg? MemReg: ResultReg;
	assign Address  = {ALUReg[31:2], 2'b00};
	assign ALUop = ({3{Iload | Stype | jalr}} & 3'b000) 
				 | ({3{Btype}} & {1'b0, funct[2], funct[2] ^~ funct[1]})
				 | ({3{Rtype}} & {funct[2:1], func7[5] | funct[0]})
				 | ({3{Ioprt}} & {funct[2:0]});
	assign ALU_A = rdata1Reg;
	assign ALU_B = ALUsrc? imm_data : rdata2Reg;
	assign Shiftop = {func7[5],funct[2]};
	assign Shift_A = rdata1Reg;
	assign Shift_B = opcode[5] ? rdata2Reg : {27'b0,rs2};
	alu u_alu(
		.A(ALU_A),
		.B(ALU_B),
		.ALUop(ALUop),
		.Overflow(ALU_overflow),
		.CarryOut(ALU_carryout),
		.Zero(ALU_zero),
		.Result(ALU_result)
	);
	reg_file u_reg_file(
		.clk(clk),
		.rst(rst),
		.waddr(RF_waddr),
		.raddr1(raddr1),
		.raddr2(raddr2),
		.wen(RF_wen),
		.wdata(RF_wdata),
		.rdata1(rdata1),
		.rdata2(rdata2)
	);
	shifter u_shifter(
		.A(Shift_A),
		.B(Shift_B),
	    .Shiftop(Shiftop),
		.Result(Shift_result)
	);
endmodule
`timescale 10 ns / 1 ns
module reg_file(
	input clk,
	input rst,
	input [5 - 1:0] waddr,
	input [5 - 1:0] raddr1,
	input [5 - 1:0] raddr2,
	input wen,
	input [32 - 1:0] wdata,
	output [32 - 1:0] rdata1,
	output [32 - 1:0] rdata2
);
	parameter FILE_WIDTH = 2 ** 5;
	reg [32 - 1:0] reg_array [FILE_WIDTH - 1 :0];
	always @(posedge clk) begin
		if(wen) begin
			reg_array[waddr] <= wdata;
		end
	end
	assign rdata1 = (raddr1==5'b0)? 32'b0 : reg_array[raddr1];
	assign rdata2 = (raddr2==5'b0)? 32'b0 : reg_array[raddr2];
endmodule
`timescale 10 ns / 1 ns
module shifter (
	input [32 - 1:0] A,
	input [32 - 1:0] B,
	input [1:0] Shiftop,
	output [32 - 1:0] Result
);
	wire sll;
	wire sra;
	wire srl;
	wire [32 - 1:0]sll_result;
	wire [32 - 1:0]sra_result;
	wire [32 - 1:0]srl_result;
	assign sll = Shiftop == 2'b00;
	assign srl = Shiftop == 2'b01;
	assign sra = Shiftop == 2'b11;
	assign sll_result = A << B[4:0];
	assign sra_result = ($signed(A)) >>> B[4:0];
	assign srl_result = A >> B[4:0];
	assign Result = ({32{sll}} & sll_result)
				  | ({32{sra}} & sra_result)
				  | ({32{srl}} & srl_result);
endmodule
```
==> results.yml <==
# physical design summary
status:
  status: "finished, final reports clean"
timing:
  tightest_slew_ns: 0.9661
  clock_skew_ns: 0.08481
  setup_violations: 0
  fin_crit_ns: 10.71
  tns_ns: 0
  hold_viol: 0
  fin_crit_sh_pct: 31.59
  fmax_ghz: 0.09338
  slew_violations: 0
  relSlewSlack_pct: 35.59
  rsz0062_at_grt: "false"
synth:
  ys_seq_share_pct: 51.67
  async_flop_share_pct: 0
  edf_count: 1214
  topCellsByArea: "edfxtp_1, mux4_2, buf_4"
  ys.flop_type: "edfxtp_1"
  top_cell_area_share_pct: 48.77
  ys_chip_area_sq_mm: 0.07474
  synth_area_sq_mm: 0.07474
  synthDistinctLibCells: 91
  synth_stat.cells: 5435
  syn_avg_cell_area_sq_um: 13.75
  synth_area_leader_cell: "edfxtp_1"
  ys_ff: 1322
  yosys-top-cells-count: "edfxtp_1, mux4_2, buf_4"
  synthCells: 5435
  yosys_warnings: 450
  yosysMostFrequentCell: "edfxtp_1"
routing:
  drt_iter0_markers: 4240
  via_per_inst: 5.385
  routedWlPerCell_um: 28.04
  num_vias: 48690
  first_pass_iters: 8
  ant_nets: 0
  wl_um: 253500
  route.detailed.drc: 0
clock_network:
  cts_setup_buffers: 0
  cts.clk_slew.worst_paths_ns: 0.06
  clock_tree.buffer_depth: 3
  clock_latency_ns: 0.84
  htreeDepth: 4
  ctsResizeCount: 0
  postCtsHoldBufs: 0
  cts_root_buf: "clkbuf_16"
  cts_tree: "done"
  numCtsBuffers: 144
  numClockSinks: 1322
flow_run:
  tool_warnings: 65
  cap_violations: 0
global_routing:
  grt_antenna_before_repair: 18
  grt-ovfl-total: 0
  gr-usage-all-layers_pct: 21.12
  grt_max_degree: 104
  grt_pass1_vias: 49550
  grt_first_pass_wirelength_um: 356900
floorplanning:
  core-area_sq_mm: 0.2468
  initial_core_util_pct: 30.28
  fp.dieW_um: 501.1
  die-height_um: 501.1
  placementRows: 182
  num_io_pins: 687
  die_area_sq_mm: 0.2511
placed_design:
  dpl.hpwl_um: 172000
  port_buffers: 234
  place_congestion: 0.9926
worst_setup_path:
  cp-startpoint: "InstReg[14]$_DFFE_PP_"
  r2r-start: "InstReg[14]$_DFFE_PP_"
  required_ns: 27.12
  crit_path_start_kind: "flop"
  critPathArrivalTime_ns: 3.93
  crit_fanout: 41
  crit_type: "flop to output pin"
  end_kind: "output pin"
hold_path:
  hold_class: "flop to flop"
  min_from: "cycle_cnt[0]$_SDFF_PP0_"
power_and_ir_drop:
  power.total_mw: 3.332
  peakVddDrop_mv: 0.05406
  power-per-cell-area_mw_per_mm2: 39.54
  power.leakage_nw: 28.73
final_layout:
  syn_to_final_growth_pct: 12.75
  drive_above_1_share_pct: 20.13
-- layout make-up --
cell class                      instances  area, sq um
Antenna cell                           11        27.53
Clock buffer                          181         3752
Clock inverter                         78        788.3
Fill cell                           23560       162600
Inverter                              108        406.6
Multi-Input combinational cell       3619        32800
Sequential cell                      1322        38620
Tap cell                             3312         4144
Timing Repair Buffer                  411         3729
-- power breakdown --
group          total [mW]  switching, mW  internal (mW)
clock network        1.52          0.672          0.849
logic              0.0532         0.0300         0.0231
registers            1.76        0.00251           1.76
total                3.33          0.704           2.63
-- placed cells by master (no fill, tap or decap), drive strengths merged, types with 132 or more instances in the layout --
cell type,n
conb,450
buf,178
o21ai,255
ha,132
edfxtp,1214
mux2i,177
clkbuf,181
mux4,642
nor2,370
clkdlybuf4s50,233
nand2,411
a21oi,191
-- through the flow --
step | utilization (%) | cells | hold slack [ns] | area, sq um | worst slack, ns
after CTS | 34.13 | 9031 | 0.4980 | 84240 | 23.21
after global placement | 32.29 | 8772 | 0.4496 | 79700 | 24.11
final | 34.14 | 9042 | 0.4868 | 84270 | 23.19
after floorplan | - | 5884 | 0.4132 | 76430 | 24.35
after detailed placement | 32.29 | 8772 | 0.4692 | 79700 | 24.10
after global routing | 34.13 | 9034 | 0.5246 | 84250 | 23.03
-- path summary, 6_finish.rpt --
| kind | to | slack (ns) | depth (start not counted) |
|---|---|---|---|
| worst max-delay path | Write_data[3] | 23.19 | 8 |
| worst min-delay path | cycle_cnt[0]$_SDFF_PP0_ | 0.49 | 1 |
| worst max register to register | PC[10]$_SDFFE_PP0P_ | 23.85 | 29 |
| worst min register to register | cycle_cnt[0]$_SDFF_PP0_ | 0.49 | 1 |
-- worst max-delay path, stage by stage, from the launching register on --
cell             delay (ns)
edfxtp_1               0.33
buf_4                  0.42
clkinv_1               0.54
ha_1                   0.40
nor2b_4                0.13
buf_4                  0.29
nor2_1                 0.42
nor2b_1                0.10
clkdlybuf4s50_1        0.42
-- metal layers --
| layer | up-vias | GRT usage, % | part of all wire [%] |
|---|---|---|---|
| met5 | - | 0.8103 | 0.11 |
| met4 | 13 | 8.712 | 5.1 |
| met3 | 526 | 14.93 | 17 |
| met2 | 3328 | 31.25 | 46 |
| met1 | 24100 | 23.37 | 32 |
| li1 | 20730 | - | - |
-- flip-flops by register name (all words and copies together) (netlist names) --
register	count
current_state	9
u_reg_file.reg_array	1024
PC	32
cycle_cnt	32
Read_data_Ready	1
InstReg	30
MemReg	32
ResultReg	32
rdata1Reg	32
rdata2Reg	32
Inst_Ready	1
Inst_Req_Valid	1
inst_cnt	32
ALUReg	32
-- logic make-up (layout without fill, tap and decap cells) --
kind of cell / Yosys count / after routing / share of synthesized area [%]
xor gates and xnor gates: 163 / 163 / 1.910
other: 1 / 461 / 0.005017
AOI/OAI and AO/OA: 861 / 861 / 7.515
adders and majority gates: 135 / 135 / 2.290
buffers and inverters: 943 / 778 / 7.208
and+or+nand+nor: 1143 / 1143 / 6.961
DFF: 1322 / 1322 / 51.67
muxes: 867 / 867 / 22.44
Power and IR drop assume default switching activity.
